==> /design/flow/design.v <==
`timescale 1ns / 1ps
module Sub_1(
    input [23:0] Z,
	 input AS,BS,
    output reg [23:0] Z1,
    input E
    );
always@(Z,E,AS,BS) begin
if ((AS==0 && BS==0) || (AS==1 && BS==1)) begin
if (E==1) begin
Z1<=Z;
end
else
Z1<=Z;
end
else begin
if (E==1) begin
Z1<=(~Z)+24'b1;
end
else
Z1<=Z;
end
end
endmodule
`timescale 1ns / 1ps
module add_1(
    input [23:0] AA,
    input [23:0] BA,
    input [7:0] BEA,
    input [7:0] AEA,
    input ASA,
    input BSA,
    output reg [23:0] Z,
    output reg [7:0] ZE,
    output reg ZS,
    output reg E
    );
always @(ASA,BSA,AA,BA,AEA,BEA) begin
ZE<=(AEA|BEA);
if (ASA==1 && BSA==1) begin
ZS<=ASA;
{E,Z}<=AA+BA;
end
else if (ASA==0 && BSA==1) begin
if(AA>=BA) begin
ZS<=0;
end
else begin
ZS<=1;
end
{E,Z}<=AA+(~BA)+24'b1;
end
else if (ASA==1 && BSA==0) begin
if(AA>=BA) begin
ZS<=1;
end
else begin
ZS<=0;
end
{E,Z}<=BA+(~AA)+24'b1;
end
else begin
ZS<=ASA;
{E,Z}<=AA+BA;
end
end
endmodule
`timescale 1ns / 1ps
module align_1(
    input [7:0] BE,
    input [7:0] AE,
	 output reg [7:0] d
    );
always @(AE,BE) begin
if (AE>BE) begin
d=AE-BE;
end
else if (AE<BE) begin
d=BE-AE;
end
else begin
d=8'b0;
end
end
endmodule
`timescale 1ns / 1ps
module align_2(
    input [23:0] A,
    input [23:0] B,
    input [7:0] AE,
    input [7:0] BE,
    input [7:0] D,
    output reg [23:0] A1,
    output reg [23:0] B1,
    output reg [7:0] AE1,
    output reg [7:0] BE1
    );
always @(A,B,AE,BE,D) begin
if (AE>BE) begin
B1<=B>>D;
BE1<=BE+D;
A1<=A;
AE1<=AE;
end
else if (AE<BE) begin
A1<=A>>D;
AE1<=AE+D;
B1<=B;
BE1<=BE;
end
else begin
A1<=A;
B1<=B;
BE1<=BE;
AE1<=AE;
end
end
endmodule
`timescale 1ns / 1ps
module barrelshifter_1(
    input [23:0] Z,
	 input [7:0] ZE,
	 input [4:0] c,
	 input E,AS,BS,
    output reg [23:0] ZN,
	 output reg [7:0] ZEN
    );
	 parameter N=3'b0;
always @(Z,AS,BS,ZE,c,E) begin
if ((AS==0 && BS==1) || (AS==1 && BS==0)) begin
if (E==0) begin
ZN<=Z<<c;
ZEN<=ZE-{N,c};
end
else begin
ZN<=Z<<c;
ZEN<=ZE-{N,c};
end
end
else begin
if (E==1) begin
ZN<=Z>>1;
ZN[23]<=E;
ZEN<=ZE+8'b1;
end
else begin
ZN<=Z;
ZEN<=ZE;
end
end
end
endmodule
`timescale 1ns / 1ps
module buf0(
    input [23:0] A,
    input [23:0] B,
    input [7:0] AE,
    input [7:0] BE,
    input AS,
    input BS,
	 input CLK,
    output reg [23:0] A1,
    output reg [23:0] B1,
    output reg [7:0] AE1,
    output reg [7:0] BE1,
    output reg AS1,
    output reg BS1
    );
always @(posedge CLK) begin
A1<=A;
B1<=B;
AE1<=AE;
BE1<=BE;
AS1<=AS;
BS1<=BS;
end
endmodule
`timescale 1ns / 1ps
module buf1(
    input [23:0] AA,
    input [23:0] BA,
    input [7:0] AEA,
    input [7:0] BEA,
    input ASA,
    input BSA,
	 input CLK,
    output reg [23:0] A1,
    output reg [23:0] B1,
    output reg [7:0] AE1,
    output reg [7:0] BE1,
    output reg AS1,
    output reg BS1
    );
always @(posedge CLK) begin
A1<=AA;
B1<=BA;
AE1<=AEA;
BE1<=BEA;
AS1<=ASA;
BS1<=BSA;
end
endmodule
`timescale 1ns / 1ps
module buf2(
    input [23:0] Z,
    input [7:0] ZE,
    input ZS,AS,BS,
    input E,
	 input CLK,
    output reg [23:0] Z1,
    output reg [7:0] ZE1,
    output reg ZS1,AS1,BS1,
    output reg E1
    );
always @(posedge CLK) begin
Z1<=Z;
ZE1<=ZE;
ZS1<=ZS;
E1<=E;
AS1<=AS;
BS1<=BS;
end
endmodule
`timescale 1ns / 1ps
module buf3(
    input [23:0] Z,
    input [4:0] C,
    input [7:0] ZE,
    input E,
    input AS,
    input BS,ZS,
	 input CLK,
    output reg [23:0] Z1,
    output reg [4:0] C1,
    output reg [7:0] ZE1,
    output reg E1,
    output reg AS1,
    output reg BS1,ZS1
    );
always @(posedge CLK) begin
Z1<=Z;
C1<=C;
ZE1<=ZE;
E1<=E;
ZS1<=ZS;
AS1<=AS;
BS1<=BS;
end
endmodule
`timescale 1ns / 1ps
module buf4(
    input [23:0] ZN,
    input [7:0] ZEN,
    input ZS,
	 input CLK,
    output reg [23:0] ZN1,
    output reg [7:0] ZEN1,
    output reg ZS1
    );
always @(posedge CLK) begin
ZN1<=ZN;
ZEN1<=ZEN;
ZS1<=ZS;
end
endmodule
`timescale 1ns / 1ps
module buf6(
    input CLK,
    input AS,
    input BS,
    input E,
    input [23:0] Z,
    input [7:0] ZE,
    input ZS,
    output reg AS1,
    output reg BS1,
    output reg E1,
    output reg [23:0] Z1,
    output reg [7:0] ZE1,
    output reg ZS1
    );
always @(posedge CLK) begin
AS1<=AS;
BS1<=BS;
E1<=E;
Z1<=Z;
ZE1<=ZE;
ZS1<=ZS;
end
endmodule
`timescale 1ns / 1ps
module buf7(
    input [23:0] A,
    input [23:0] B,
    input [7:0] AE,
    input [7:0] BE,
    input AS,
    input BS,
    input [7:0] D,
    input CLK,
    output reg [23:0] A1,
    output reg [23:0] B1,
    output reg [7:0] AE1,
    output reg [7:0] BE1,
    output reg AS1,
    output reg BS1,
    output reg [7:0] D1
    );
always @(posedge CLK) begin
A1<=A;
B1<=B;
AE1<=AE;
BE1<=BE;
AS1<=AS;
BS1<=BS;
D1<=D;
end
endmodule
`timescale 1ns / 1ps
module combine(
    input [23:0] ZN,
    input [7:0] ZEN,
    input ZS,
    output reg [31:0] C
    );
always @(ZN,ZEN,ZS) begin
C<={ZS,ZEN,ZN[22:0]};
end
endmodule
`timescale 1ns / 1ps
module decoder_1(
    input [23:0] Z,
    output reg [4:0] count
    );
always @(Z)
begin
casez(Z)
24'b01?????????????????????? : count=5'b00001;
24'b001????????????????????? : count=5'b00010;
24'b0001???????????????????? : count=5'b00011;
24'b00001??????????????????? : count=5'b00100;
24'b000001?????????????????? : count=5'b00101;
24'b0000001????????????????? : count=5'b00110;
24'b00000001???????????????? : count=5'b00111;
24'b000000001??????????????? : count=5'b01000;
24'b0000000001?????????????? : count=5'b01001;
24'b00000000001????????????? : count=5'b01010;
24'b000000000001???????????? : count=5'b01011;
24'b0000000000001??????????? : count=5'b01100;
24'b00000000000001?????????? : count=5'b01101;
24'b000000000000001????????? : count=5'b01110;
24'b0000000000000001???????? : count=5'b01111;
24'b00000000000000001??????? : count=5'b10000;
24'b000000000000000001?????? : count=5'b10001;
24'b0000000000000000001????? : count=5'b10010;
24'b00000000000000000001???? : count=5'b10011;
24'b000000000000000000001??? : count=5'b10100;
24'b0000000000000000000001?? : count=5'b10101;
24'b00000000000000000000001? : count=5'b10110;
24'b000000000000000000000001 : count=5'b10111;
default                      : count=5'b00000;
endcase
end
endmodule
`timescale 1ns / 1ps
module floating_1(
    input [31:0] a,
    input [31:0] b,
    input clk,
    output [31:0] c
    );
parameter M=1'b1;
wire [31:0] c2;
wire [23:0] a_m,b_m,z,z_n,z_b,z_n_e,z_n_e_e,z_n_f;
wire [23:0] a_m_a_a,b_m_a_a,a_m_a,b_m_a,a_m_b,b_m_b,a_m_c,b_m_c,z_n_e_e_e;
wire [7:0] a_e,b_e,z_e,a_e_b,b_e_b,z_e_b,a_e_c,b_e_c,z_e_e;
wire [7:0] a_e_a,b_e_a,z_e_n,z_e_n_e,z_e_n_e_e,z_e_b_f,d_b,d_b_a,a_e_a_a,b_e_a_a;
wire [4:0] c1,c_e;
wire a_s_d_f,b_s_d_f,e_b_f,a_s,b_s,z_s,e,a_s_b,b_s_b,z_s_b,e_b,e_e,a_s_e,b_s_e,z_s_b_f;
wire a_s_a,b_s_a,a_s_c,b_s_c,a_s_d,b_s_d,z_s_s,z_s_s_s;
assign a_m={M,a[22:0]},b_m={M,b[22:0]},a_e=a[30:23],b_e=b[30:23],a_s=a[31],b_s=b[31];
buf0	M1		(.A(a_m),.B(b_m),.AE(a_e),.BE(b_e),.AS(a_s),.BS(b_s),.CLK(clk),.A1(a_m_c),.B1(b_m_c),.AE1(a_e_c),.BE1(b_e_c),.AS1(a_s_c),.BS1(b_s_c));
align_1	M2	(.AE(a_e_c),.BE(b_e_c),.d(d_b));
buf7	M3 (.A(a_m_c),.B(b_m_c),.AE(a_e_c),.BE(b_e_c),.AS(a_s_c),.BS(b_s_c),.D(d_b),.CLK(clk),.A1(a_m_a_a),.B1(b_m_a_a),.AE1(a_e_a_a),.BE1(b_e_a_a),.AS1(a_s_a_a),.BS1(b_s_a_a),.D1(d_b_a));
align_2 M4 (.A(a_m_a_a),.B(b_m_a_a),.AE(a_e_a_a),.BE(b_e_a_a),.D(d_b_a),.A1(a_m_a),.B1(b_m_a),.AE1(a_e_a),.BE1(b_e_a));
buf1 	M5	(.AA(a_m_a),.BA(b_m_a),.AEA(a_e_a),.BEA(b_e_a),.ASA(a_s_a_a),.BSA(b_s_a_a),.CLK(clk),.A1(a_m_b),.B1(b_m_b),.AE1(a_e_b),.BE1(b_e_b),.AS1(a_s_b),.BS1(b_s_b));
add_1	 M6  (.AA(a_m_b),.BA(b_m_b),.ASA(a_s_b),.BSA(b_s_b),.AEA(a_e_b),.BEA(b_e_b),.Z(z),.ZE(z_e),.ZS(z_s),.E(e));
buf2	M7		(.Z(z),.ZE(z_e),.ZS(z_s),.E(e),.AS(a_s_b),.BS(b_s_b),.CLK(clk),.Z1(z_b),.ZE1(z_e_b),.ZS1(z_s_b),.E1(e_b),.AS1(a_s_d),.BS1(b_s_d));
Sub_1	M8 (.Z(z_b),.AS(a_s_d),.BS(b_s_d),.E(e_b),.Z1(z_n));
buf6	M9 (.CLK(clk),.AS(a_s_d),.BS(b_s_d),.E(e_b),.Z(z_n),.ZE(z_e_b),.ZS(z_s_b),.AS1(a_s_d_f),.BS1(b_s_d_f),.E1(e_b_f),.Z1(z_n_f),.ZE1(z_e_b_f),.ZS1(z_s_b_f));
decoder_1	M10 (.Z(z_n_f),.count(c1));
buf3	M11 (.Z(z_n_f),.C(c1),.CLK(clk),.ZE(z_e_b_f),.E(e_b_f),.AS(a_s_d_f),.BS(b_s_d_f),.ZS(z_s_b_f),.Z1(z_n_e),.ZS1(z_s_s),.C1(c_e),.AS1(a_s_e),.BS1(b_s_e),.E1(e_e),.ZE1(z_e_e));
barrelshifter_1	M12  (.Z(z_n_e),.ZE(z_e_e),.c(c_e),.AS(a_s_e),.BS(b_s_e),.E(e_e),.ZN(z_n_e_e),.ZEN(z_e_n_e));
buf4	M13 (.ZN(z_n_e_e),.ZEN(z_e_n_e),.ZS(z_s_s),.CLK(clk),.ZS1(z_s_s_s),.ZEN1(z_e_n_e_e),.ZN1(z_n_e_e_e));
combine	M14 (.ZN(z_n_e_e_e),.ZEN(z_e_n_e_e),.ZS(z_s_s_s),.C(c));
endmodule
==> /design/flow/run.sh <==
#!/bin/bash
# OpenROAD 26Q1-2900-gdf79404cd8, Yosys 0.63+post, stock flow scripts
make -C /OpenROAD-flow-scripts/flow DESIGN_CONFIG=/design/flow/config.mk WORK_HOME=/design/flow/orfs finish
==> /design/flow/config.mk <==
export PLATFORM = sky130hd
export DESIGN_NAME = floating_1
export DESIGN_NICKNAME = floating_1
export VERILOG_FILES = /design/flow/design.v
export SDC_FILE = /design/flow/constraint.sdc
export NUM_CORES = 4
export LEC_CHECK = 1
export CORE_UTILIZATION = 40
==> /design/flow/constraint.sdc <==
current_design floating_1

set clk_period 13.3
set clk_io_pct 0.2

create_clock -name clk0 -period $clk_period [get_ports {clk}]

set non_clock_inputs [all_inputs -no_clocks]
set_input_delay [expr $clk_period * $clk_io_pct] -clock clk0 $non_clock_inputs
set_output_delay [expr $clk_period * $clk_io_pct] -clock clk0 [all_outputs]
==> datasheet_impl.txt <==
Implementation parameters

Parameter                              Value

Status
  Outcome    completed

Timing
  Worst max-slew margin expressed relative to the limit    37.2%
  Max frequency    251 MHz
  Worst clock skew    0.0125 ns
  Fin worst setup slack    9.32 ns
  Final hold violation count    0
  Unrepaired setup endpoints after global routing    no
  Transition at the pin with the smallest max-transition slack    0.941 ns
  Final count of negative-setup-slack endpoints    0
  Setup Total Neg Slack    0 ns
  Final Max-Slew Violation Tally    0
  Tcrit/Tclk final    29.9%
  Tmin final    3.98 ns

Power
  Total leakage power    8.54 nW
  Power density relative to cell area    193 nW/um^2
  Largest vdd supply drop    0.0945 mV

Routing
  Remaining routing DRC violations    0
  Total detailed-routing wirelength    48.5 mm
  Drt first-iter violations    1,053
  Detailed-route via count    14,400
  TritonRoute pass-1 iters    5
  Routed wirelength normalized by instance count    18.3 um
  Antenna violation net count after detailed routing    0
  Vias per inst    5.43

Placement
  Global placer's final weighted congestion    0.961
  DP Cell Count    2,581
  Area after detailed placement    19,100 um^2
  Detailed placement HPWL    36.4 mm
  Quantity of I/O buffers inserted on ports    96
  Pre-CTS WS    9.89 ns

Setup path
  Kind of critical path    reg2out
  Type of destination of the critical path    primary output
  Cell type group with the largest total delay on the critical path    buffers and inverters
  Critical-path maximum fanout    1
  Slowest stage delay, CP    0.45 ns
  Critical Path RT    10.64 ns
  Cells traversed along the worst timing path    clkdlybuf4s50_1
  Critical Path Slowest Stage Cell    sky130_fd_sc_hd__clkdlybuf4s50_1
  Kind of start point of the critical path    flop
  CP Buf/Inv Count    1
  Arrival time of data at the critical path endpoint    1.32 ns

Die
  Die Size    45,100 um^2
  Number of top-level pins    97
  Initial core utilization    40.8%
  Core Box Area    43,400 um^2
  Die Span X    212 um
  Number of placement rows    76
  Die Y    212 um

Yosys
  Average footprint of a synthesized cell    8.93 um^2
  Post-synth seq share    39.3%
  Share of flip-flops with an asynchronous set or reset after synthesis    0%
  Synthesized instance count    1,982
  Count of distinct cell types in the synthesized netlist    85
  Chip area line of the yosys report    17,700 um^2
  Post-synth EDFFs    0
  Predominant post-synthesis flop cell    sky130_fd_sc_hd__dfxtp_1
  Post-synthesis instance area    17,700 um^2
  Yosys reg bits    347
  Number of cells in the yosys synthesis report    1,982
  Total of warnings raised by yosys    16

GRT
  Global-route wire length before repair    77.4 mm
  Leftover overflow at the end of global routing    0
  Total GRT Usage    22.6%
  Maximum number of pins on one net before global-route repair    56
  Antenna violations before repair    1
  Number of global-route vias before repair    13,900

Clocking
  Clock Tree Buf Depth    3
  Clock-pin slew on the worst setup and hold paths    0.06 ns
  CTS tree    built
  Latest clock arrival within the worst-skew pair    0.56 ns
  Post-CTS sizing    0
  TritonCTS Buffers    38
  # clock sinks    347
  Maximum level of the CTS H-tree    2
  Root buffer cell    sky130_fd_sc_hd__clkbuf_16
  Number of hold buffers added after CTS    0
  Post-CTS Repair Setup Buffers    0

Layout
  Area Overhead vs Synth    15.2%
  Finished Cell Area    20,400 um^2
  Final instance count without filler cells    2,650
  Layout cells sized above 1    7.46%

Worst hold path
  Class of the tightest hold or removal check    reg2reg

Run
  Number of warnings the tools reported    88
  Maximum Capacitance Violations    0
-- cells by family after synthesis --
group	count (synthesis)	share of synthesized area [%]
AOI/OAI and AO/OA	555	20.5
and+or+nand+nor	524	13.9
DFF	347	39.3
buffers and inverters	237	5.40
adders and majority gates	131	9.60
muxes	119	7.91
xor gates and xnor gates	69	3.42
-- state kept, by name, summed over array words and instances (netlist names), 23 cells and up --
name,count
M3.B1,23
M9.Z1,24
M13.ZN1,23
M7.Z1,24
M1.B1,23
M1.A1,23
M5.B1,24
M5.A1,24
M11.Z1,24
M3.A1,23
-- worst reg2reg max path, cell delays in order (launching register included) --
cell and delay, ns:
sky130_fd_sc_hd__dfxtp_1 0.38, sky130_fd_sc_hd__inv_1 0.08, sky130_fd_sc_hd__ha_1 0.53, sky130_fd_sc_hd__and2_1 0.35, sky130_fd_sc_hd__nand2_1 0.15, sky130_fd_sc_hd__a2111oi_2 0.54, sky130_fd_sc_hd__nor4b_2 0.15, sky130_fd_sc_hd__o21bai_1 0.27
sky130_fd_sc_hd__o31ai_1 0.11, sky130_fd_sc_hd__a311oi_1 0.36, sky130_fd_sc_hd__xor2_1 0.21
-- layout by cell type (no fill, tap or decap), types with 11 or more instances in the layout --
cell type                           n
sky130_fd_sc_hd__a211oi_1          37
sky130_fd_sc_hd__buf_4             19
sky130_fd_sc_hd__inv_1            133
sky130_fd_sc_hd__o31ai_1           23
sky130_fd_sc_hd__o21bai_1          14
sky130_fd_sc_hd__a22o_1            20
sky130_fd_sc_hd__nor2_1           134
sky130_fd_sc_hd__a21oi_1          171
sky130_fd_sc_hd__dfxtp_1          345
sky130_fd_sc_hd__o21ai_0          101
sky130_fd_sc_hd__clkbuf_16         39
sky130_fd_sc_hd__nand3_1           29
sky130_fd_sc_hd__mux4_2            15
sky130_fd_sc_hd__nand4_1           14
sky130_fd_sc_hd__xor2_1            28
sky130_fd_sc_hd__nand2_1          173
sky130_fd_sc_hd__nor3_1            46
sky130_fd_sc_hd__a21o_1            23
sky130_fd_sc_hd__clkdlybuf4s50_1   96
sky130_fd_sc_hd__nand2b_1          16
sky130_fd_sc_hd__xnor2_1           40
sky130_fd_sc_hd__mux2_2            17
sky130_fd_sc_hd__o32ai_1           11
sky130_fd_sc_hd__mux2i_1           87
sky130_fd_sc_hd__a31oi_1           13
sky130_fd_sc_hd__or2_2             14
sky130_fd_sc_hd__nor4_1            15
sky130_fd_sc_hd__ha_1             123
sky130_fd_sc_hd__a22oi_1           15
sky130_fd_sc_hd__nor2b_1           36
sky130_fd_sc_hd__o22ai_1           30
-- power breakdown --
part           total (mW)  internal (mW)  switching, mW
sequential           1.50           1.30          0.201
clock                1.06          0.623          0.433
combinational        1.38          0.607          0.778
-- layout make-up --
cell class | instances | area (um^2)
Multi-Input combinational cell | 1398 | 9800
Timing Repair Buffer | 115 | 1100
Clock buffer | 48 | 1040
Clock inverter | 20 | 234
Fill cell | 4119 | 23000
Antenna cell | 1 | 2.50
Tap cell | 585 | 732
Sequential cell | 347 | 6950
Inverter | 136 | 510
-- layer usage --
layer,vias up,part of all wire [%],global-route usage (%)
li1,7142,-,-
met1,6713,46,32.4
met2,429,46,35.9
met3,103,5.0,3.48
met4,0,3.7,7.02
met5,-,0,0
-- synth_stat cells (all sizes together), types with 40 or more instances --
cell type / n / area, um^2
dfxtp: 347 / 6950
mux2i: 87 / 871
nor2: 136 / 515
nand2: 173 / 649
ha: 123 / 1540
o21ai: 107 / 536
inv: 135 / 507
clkbuf: 63 / 238
xnor2: 40 / 350
nor3: 46 / 230
a21oi: 172 / 865
a211oi: 40 / 315
-- worst paths after layout --
check	startpoint	cells after the start	slack, ns	to
setup / recovery	M13.ZN1[5]	1	9.32	c[5]
hold / removal	M1.B1[4]	0	0.32	M3.B1[4]
setup reg to reg	M5.B1[10]	10	10.09	M7.Z1[23]
hold reg to reg	M1.B1[4]	0	0.32	M3.B1[4]
-- stage by stage --
step / hold WS (ns) / power [mW] / util [%]
global placement: 0.312 / 2.89 / 44.1
CTS: 0.323 / 3.97 / 47.0
detailed placement: 0.312 / 2.89 / 44.1
floorplan: 0.310 / 2.43 / -
global route: 0.328 / 4.20 / 47.0
finish: 0.322 / 3.94 / 47.0
Power is estimated from default activity; no workload was simulated.
